--- flow/file.mem ---
00 
40 20 01 02 10 01 20 08 02 10 04 02 02 01 10
00
--- flow/run.sh ---
#!/bin/bash
# OpenROAD 26Q1-2900-gdf79404cd8, Yosys 0.63+post, stock flow scripts
make -C /OpenROAD-flow-scripts/flow DESIGN_CONFIG=/design/flow/config.mk WORK_HOME=/design/flow/orfs finish
--- flow/config.mk ---
export PLATFORM = sky130hd
export DESIGN_NAME = counter8bits
export DESIGN_NICKNAME = counter8bits
export VERILOG_FILES = /design/flow/design.v
export SDC_FILE = /design/flow/constraint.sdc
export NUM_CORES = 4
export LEC_CHECK = 1
export CORE_AREA = 10 10 70 70
export DIE_AREA = 0 0 80 80
--- flow/constraint.sdc ---
current_design counter8bits

set clk_period 1.6
set clk_io_pct 0.2

create_clock -name clk0 -period $clk_period [get_ports {clk}]

set non_clock_inputs [all_inputs -no_clocks]
set_input_delay [expr $clk_period * $clk_io_pct] -clock clk0 $non_clock_inputs
set_output_delay [expr $clk_period * $clk_io_pct] -clock clk0 [all_outputs]
--- flow/design.v ---
module clk10hz (
  input clk_in,
  output reg clk_out = 0
);
parameter SIZE = 21; 
parameter LIMIT = 21'd1200000;
reg [SIZE-1:0] count = 0;
always@(posedge clk_in)
begin
  if(count == LIMIT-1)
  begin
    count <= 0;
    clk_out <= ~clk_out;
  end
  else
  begin
    count <= count + 1;
  end
end
endmodule
module counter8bits #(
  parameter SIZE = 8)
  (
  input clk,
  output reg [SIZE-1:0] count
);
initial
begin
  count = 0;
end
always@(posedge clk)
begin
    count <= count + 1;
end
endmodule
`timescale 1ns / 1ps
module dual_port_ram #(
    parameter mem_filename = "./file.mem"
) (
    input clock,
    input write_enable_A,
    input write_enable_B,
    input [7:0] data_in_A,
    input [7:0] data_in_B,
    input [7:0] address_A,
    input [7:0] address_B,
    output [7:0] data_out_A,
    output [7:0] data_out_B
);
  reg [7:0] mem[0:16];
  always @(posedge clock) begin
    if (write_enable_A) begin
      mem[address_A] <= data_in_A;
    end
    if (write_enable_B) begin
      mem[address_B] <= data_in_B;
    end
  end
  assign data_out_A = mem[address_A];
  assign data_out_B = mem[address_B];
  initial begin
    $readmemh("file.mem", mem);
  end
endmodule
module gen_freq(
    input wire clk,            
    input wire btn0,           
    input wire btn1,           
    input wire btn2,           
    input wire btn3,           
    input wire btn4,           
    input wire btn5,           
    input wire btn6,           
    output reg salida_C,       
    output reg salida_D,       
    output reg salida_E,       
    output reg salida_F,       
    output reg salida_G,       
    output reg salida_A,       
    output reg salida_B        
);
    parameter DIV_C = 47778;   
    parameter DIV_D = 42610;   
    parameter DIV_E = 37919;   
    parameter DIV_F = 35816;   
    parameter DIV_G = 31888;   
    parameter DIV_A = 28409;   
    parameter DIV_B = 25310;   
    reg [15:0] contador_C = 0;
    reg [15:0] contador_D = 0;
    reg [15:0] contador_E = 0;
    reg [15:0] contador_F = 0;
    reg [15:0] contador_G = 0;
    reg [15:0] contador_A = 0;
    reg [15:0] contador_B = 0;
    reg estado_salida_C = 0;
    reg estado_salida_D = 0;
    reg estado_salida_E = 0;
    reg estado_salida_F = 0;
    reg estado_salida_G = 0;
    reg estado_salida_A = 0;
    reg estado_salida_B = 0;
    always @(posedge clk) begin
        if (~btn0) begin
            if (contador_C >= DIV_C) begin
                contador_C <= 0;
                estado_salida_C <= ~estado_salida_C;
            end else begin
                contador_C <= contador_C + 1;
            end
        end else begin
            contador_C <= 0;
        end
        if (~btn1) begin
            if (contador_D >= DIV_D) begin
                contador_D <= 0;
                estado_salida_D <= ~estado_salida_D;
            end else begin
                contador_D <= contador_D + 1;
            end
        end else begin
            contador_D <= 0;
        end
        if (~btn2) begin
            if (contador_E >= DIV_E) begin
                contador_E <= 0;
                estado_salida_E <= ~estado_salida_E;
            end else begin
                contador_E <= contador_E + 1;
            end
        end else begin
            contador_E <= 0;
        end
        if (~btn3) begin
            if (contador_F >= DIV_F) begin
                contador_F <= 0;
                estado_salida_F <= ~estado_salida_F;
            end else begin
                contador_F <= contador_F + 1;
            end
        end else begin
            contador_F <= 0;
        end
        if (~btn4) begin
            if (contador_G >= DIV_G) begin
                contador_G <= 0;
                estado_salida_G <= ~estado_salida_G;
            end else begin
                contador_G <= contador_G + 1;
            end
        end else begin
            contador_G <= 0;
        end
        if (~btn5) begin
            if (contador_A >= DIV_A) begin
                contador_A <= 0;
                estado_salida_A <= ~estado_salida_A;
            end else begin
                contador_A <= contador_A + 1;
            end
        end else begin
            contador_A <= 0;
        end
        if (~btn6) begin
            if (contador_B >= DIV_B) begin
                contador_B <= 0;
                estado_salida_B <= ~estado_salida_B;
            end else begin
                contador_B <= contador_B + 1;
            end
        end else begin
            contador_B <= 0;
        end
    end
    always @(*) begin
        salida_C = estado_salida_C;
        salida_D = estado_salida_D;
        salida_E = estado_salida_E;
        salida_F = estado_salida_F;
        salida_G = estado_salida_G;
        salida_A = estado_salida_A;
        salida_B = estado_salida_B;
    end
endmodule
module top (
    input clk,
    input btn,  
    output [7:0] leds,
    output [7:0] sounds,
    input [7:0] btn_in
);
  wire clk2;
  reg [7:0] runner;  
  clk10hz clock (
      .clk_in (clk),
      .clk_out(clk2)
  );
  reg write_enable_A = 0;
  reg write_enable_B = 0;
  reg [7:0] data_in_A = 0;
  reg [7:0] data_in_B = 0;
  reg [7:0] address_A;
  reg [7:0] address_B = 0;
  wire [7:0] data_out_B;
  wire [7:0] data_out;
  wire [7:0] data_outL;
  dual_port_ram ram0 (
      .clock(clk2),
      .write_enable_A(write_enable_A),
      .write_enable_B(write_enable_B),
      .data_in_A(data_in_A),
      .data_in_B(data_in_B),
      .address_A(address_A), 
      .address_B(address_B),
      .data_out_A(data_out),
      .data_out_B(data_out_B)
  );
  reg btn_prev = 1;
  wire btn_falling_edge = (btn_prev == 1) && (btn == 0);  
  reg start = 0;
  reg cycle_done = 0;
  always @(posedge clk2) begin
    btn_prev <= btn;  
    if (btn_falling_edge && !start && !cycle_done) begin
      start <= 1;         
      runner <= 5'b0;     
    end
    if (start) begin
      address_A <= runner;  
      runner <= runner + 1;  
      if (runner == 5'h10) begin  
        start <= 0;        
        cycle_done <= 1;   
      end
    end
  end
  always @(posedge clk2) begin
    if (btn_falling_edge && cycle_done) begin
      cycle_done <= 0;  
    end
  end
	assign leds = gen_in;
	wire [7:0] gen_in;
	assign gen_in = btn_in & ~data_out;
  gen_freq gen_freq (
	  .clk(clk),
	  .btn0(gen_in[0]),
	  .btn1(gen_in[1]),
	  .btn2(gen_in[2]),
	  .btn3(gen_in[3]),
	  .btn4(gen_in[4]),
	  .btn5(gen_in[5]),
	  .btn6(gen_in[6]),
	  .salida_C(sounds[0]),
	  .salida_D(sounds[1]),
	  .salida_E(sounds[2]),
	  .salida_F(sounds[3]),
	  .salida_G(sounds[4]),
	  .salida_A(sounds[5]),
	  .salida_B(sounds[6])
  );
endmodule
==> impl_metrics.csv <==
group,metric,value,unit
global_routing,overflow,0,
routing,drc,0,
routing,ant_nets,0,
clocking,root_buffer,"clkbuf_4",
floorplanning,chipHeight,80,µm
timing,setup_viol,0,
floorplanning,core,3416,µm²
layout,fin_cells,81,
worst_setup_path,path_buffers,1,
timing,fin_crit_sh,93.53,%
worst_setup_path,path_cells,"clkdlybuf4s50_1",
routing,first_iter_violations,7,
synthesis,synth_stat.cells,24,
synthesis,avgSynthCellArea,11.52,µm²
layout,largest_register_ffs,8,
job,cap_viol_max_count,0,
floorplanning,io_pins,9,
clocking,cts_tree,"yes",
clocking,insertion_delay,0.25,ns
routing,dr.pass1.iters,4,
synthesis,ys_chip_area,276.5,µm²
power_and_ir_drop,p_comb_share,0,%
power_and_ir_drop,powerDensity,803.0,nW/µm²
power_and_ir_drop,p_int,285.1,µW
worst_setup_path,cp_slowest_cell,"clkdlybuf4s50_1",
timing,slew_headroom,86.49,%
timing,timing.setup.tns,0,ns
job,openroad.warnings,25,
synthesis,syn_inst,24,
timing,fin_crit,1.496,ns
synthesis,area_leaders,"dfxtp_1 58%, xnor2_1 9.5%, xor2_1 9.5%, ha_1 4.5%, nand3_1 3.6%",
routing,via_count,202,
global_routing,grt_pass1_vias,197,
clocking,clockBufferDepth,2,
global_routing,antenna_found_initial,0,
power_and_ir_drop,sequentialPowerShare,56.9,%
placement,dpl.cell_count,78,
global_routing,track_usage,2.090,%
timing,worst_slew_pin_slew,0.2023,ns
layout,layout-drive-gt1-share,14.29,%
routing,vias_per_cell,2.494,
floorplanning,die_w,80,µm
clocking,post_cts_resized,0,
hold_path,hp-class,"reg -> reg",
worst_setup_path,arrival,1.18,ns
floorplanning,die_area,6400,µm²
timing,hold_viol,0,
synthesis,top_cell_area_share,57.92,%
power_and_ir_drop,swShare,18.70,%
synthesis,netlist-cell-type-count,11,
power_and_ir_drop,p_leak,0.1558,nW
worst_setup_path,cp_max_fo,5,
clocking,clkSinkCount,8,
synthesis,edf_count,0,
clocking,clkSlewWorstSetupHoldPaths,0.05,ns
synthesis,yosysWarnings,1,
timing,finalClockSkew,0.001086,ns
placement,numPortBuffers,8,
global_routing,grt_pass1_wl,1.007,mm
timing,max_freq,668.2,MHz
power_and_ir_drop,max-vdd-ir-drop,385.1,µV
global_routing,grt_max_degree,6,
placement,place_hpwl,454,µm
synthesis,post-synth-top-count-cell,"dfxtp_1",
power_and_ir_drop,clockPowerShare,43.1,%
routing,wl_per_cell,7.420,µm
synthesis,syn-cell-area,276.5,µm²
synthesis,ys_seq_elements,8,
worst_setup_path,worstPathRequired,1.28,ns
layout,top_regs,"count (8)",
worst_setup_path,worstSetupPathType,"reg -> out",
clocking,numCtsBuffers,3,
synthesis,async_reset_ff_share,0,%
outcome,status,"finished clean",
floorplanning,fp_util,8.095,%
layout,regMostFlops,"count",
power_and_ir_drop,switchingPower,65.57,µW
timing,drv_slew,0,
synthesis,synthTopCellsByCount,"8 x dfxtp_1, 3 x xnor2_1, 3 x xor2_1",
worst_setup_path,crit_path_end_kind,"output pin",
layout,area_growth,57.92,%
worst_setup_path,max_stage_delay,0.51,ns
clocking,ctsHtreeMaxLevel,1,
synthesis,ys_seq_share,57.92,%
worst_setup_path,path_delay_family,"buffers and inverters",
clocking,cts_setup_buffers,0,
timing,rsz0062_at_grt,"false",
synthesis,top_area_cell,"dfxtp_1",
routing,diodes,0,
placement,gp_congestion,0.7660,
floorplanning,placementRows,21,
worst_setup_path,setup.worst_path.start_class,"flop",
routing,routed_wl,601,µm
clocking,postCtsHoldBufs,0,
synthesis,ys.flop_type,"dfxtp_1",
[final timing paths]
| path | from | end | slack (ns) | cells past startpoint |
|---|---|---|---|---|
| worst min register to register | count[0] | count[0] | 0.43 | 1 |
| worst max-delay path | count[2] | count[2] | 0.10 | 1 |
| worst max register to register | count[0] | count[6] | 0.60 | 3 |
| worst min-delay path | count[0] | count[0] | 0.43 | 1 |
[logic make-up (layout without fill, tap and decap cells)]
| kind of cell | Yosys count | count (layout) | share of synthesized area, % |
|---|---|---|---|
| flops | 8 | 8 | 57.92 |
| xor+xnor | 6 | 6 | 19.01 |
| buf+inv | 1 | 12 | 1.356 |
| simple gates | 8 | 8 | 17.20 |
| fa+ha+maj | 1 | 1 | 4.524 |
[per-stage QoR]
| step | power, mW | hold WS, ns | setup slack, ns | instance area [µm²] | utilization, % |
|---|---|---|---|---|---|
| after floorplan | 0.2036 | 0.3819 | 0.7191 | 276.5 | - |
| after global placement | 0.2036 | 0.4080 | 0.3881 | 414.1 | 12.12 |
| after detailed placement | 0.2036 | 0.4133 | 0.3827 | 414.1 | 12.12 |
| after CTS | 0.3579 | 0.4264 | 0.09426 | 436.7 | 12.78 |
| after global routing | 0.3770 | 0.4626 | 0.02006 | 436.7 | 12.78 |
| final | 0.3506 | 0.4299 | 0.1035 | 436.7 | 12.78 |
[power by group through the flow]
stage	registers [mW]	clock network (mW)	logic, mW
4_1_cts	0.199	0.159	0.0000000776
5_1_grt	0.199	0.178	0.0000000776
6_report	0.199	0.151	0.0000000776
[cell usage in the layout (no fill, tap or decap)]
cell type and n:
nor3_2 1, nand3_2 1, and3_1 1, nor2_1 1, xor2_1 3, xnor2_1 3
clkbuf_4 3, nand2_1 2, dfxtp_1 8, nand3_1 2, clkdlybuf4s50_1 8, inv_1 1
ha_1 1
[layout make-up]
type                       instances  area (µm²)
fill                             399        2979
sequential                         8       160.2
clock buffer                       3       22.52
inverter                           1       3.754
tap                               46       57.56
multi-input combinational         15       112.6
timing repair buffer               8       80.08
[routing by layer]
layer	track usage (%)	share of wire, %	up-vias
met4	0.1761	0	0
met5	0	0	-
li1	-	-	100
met2	1.926	27	12
met3	2.273	17	0
met1	3.014	56	90
Power is estimated from default activity; no workload was simulated.
